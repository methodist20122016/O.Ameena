### flow/config.mk
export PLATFORM = sky130hd
export DESIGN_NAME = decimator16bit
export DESIGN_NICKNAME = decimator16bit
export VERILOG_FILES = /design/flow/design.v
export SDC_FILE = /design/flow/constraint.sdc
export NUM_CORES = 4
export LEC_CHECK = 1
export CORE_UTILIZATION = 40
### flow/constraint.sdc
current_design decimator16bit

set clk_period 3.9
set clk_io_pct 0.2

create_clock -name clk0 -period $clk_period [get_ports {CLK}]

set non_clock_inputs [all_inputs -no_clocks]
set_input_delay [expr $clk_period * $clk_io_pct] -clock clk0 $non_clock_inputs
set_output_delay [expr $clk_period * $clk_io_pct] -clock clk0 [all_outputs]
### flow/design.v
`timescale 1ns / 1ps
module decimator16bit(CLK, VMOD, MODE, Q, timer, count);
input CLK, VMOD, MODE;
output reg [15:0]Q=1'b0;
output reg[15:0] count=1'b0, timer=1'b0;
always @(posedge CLK)
begin
timer = timer + 1'b1;
if(timer == 16'hffff && MODE == 1'b0)
Q <= count;
if(timer == 16'h8000 && MODE == 1'b1)
Q <= count;
end
always @(negedge CLK)
begin
if (timer == 16'hffff && MODE == 1'b0)
count = 16'h0000;
else if(timer == 16'h8000 && MODE == 1'b1)
count = 16'h0000;
else if(VMOD)
count = count + 1'b1;
end
endmodule
### flow/run.sh
#!/bin/bash
# OpenROAD 26Q1-2900-gdf79404cd8, Yosys 0.63+post, stock flow scripts
make -C /OpenROAD-flow-scripts/flow DESIGN_CONFIG=/design/flow/config.mk WORK_HOME=/design/flow/orfs finish
==> flow_summary.toml <==
# flow metrics
[outcome]
status = "complete, no violations"

[final_timing]
rsz0062_at_grt = "no"
tns_ps = 0
hold_viol_final = 0
finalMaxSlewViolations = 0
setup_viol = 0
max_slew_margin = 0.646
hold_slack_ps = 520
tightest_slew_ps = 530
fin_skew_ps = 66.8

[grt]
track_usage = 0.199
grt_max_degree = 17
grt_pass1_vias = 1726
overflow = 0
grt_pass1_wl_um = 8220
antenna_found_initial = 0

[critical_path]
cp_top_family = "flip-flops"
cp-end-kind = "output pin"
max_stage_delay_ps = 340
required_ps = 3120
cp_max_fo = 2
path_buffers = 1
cp.arrival_ps = 2880
cp-start-kind = "flop"
path_cells = "dlygate4sd2_1"
critPathKind = "flop to output pin"
crit_slowest_cell = "dfxtp_4"

[clock_network]
cts.htree.levels = 2
clock.latency.late_pin_ps = 360
tritoncts = "yes"
path_clk_slew_ps = 40
cts_buffers = 5
clkSinkCount = 48
cts.path.max_buffers = 2
cts-root-buf = "clkbuf_8"

[synthesis]
yosysUniqueCellTypes = 44
numSynthFlops = 48
netlist_instances = 200
synth.top_cell.area_share = 0.300
avgSynthCellArea_um2 = 10.7
yosysCellCount = 200
synthesis.area_um2 = 2130
ys_seq_share = 0.526
yosys-stat-area_um2 = 2130
yosys-top-cells-area = "dfxtp_1 30%, edfxtp_1 23%, xor2_1 6.6%"
largest_area_cell = "dfxtp_1"
yosys_warnings = 1

[routing]
dr.pass1.iters = 4
num_vias = 1808
dr.first_iter.drc_count = 92
antennaDiodeCount = 0
viasPerCell = 4.86
drt_wl_total_um = 4900
drc = 0
wl_per_cell_um = 13.2
ant_nets = 0

[min_path]
hold_class = "flop to flop"

[die]
die_x_um = 75.0
core-area_um2 = 5110
fp-row-count = 26
die_area_um2 = 5630
io_pins = 51
fp_util = 0.418
die_h_um = 75.0

[power_and_ir_drop]
p_int_uw = 711
p_clk_frac = 0.428
switching_power_uw = 226
swShare = 0.241
p_leak_nw = 1.60
power_density_nw_per_um2 = 288
worst_ir_drop_vdd_v = 0.000241
power_frac_comb = 0.025
pwr-share-seq = 0.547

[placement]
dp_hpwl_um = 3260
dp.cells = 334
io_buffers = 50
gp_congestion = 0.831

[cells_and_area]
drive_above_1_share = 0.262
final_layout_top_logic_cells = "39 x buf_4, 32 x clkdlybuf4s50_1, 25 x nor2_1"
layout_top_cell = "buf_4"
areaGrowthSynthToFinish_pct = 52.3
instances_no_fill = 372

[run]
tool_warnings = 45
maxCapViolCount = 0
==> metrics by stage <==
step	area [µm²]	power, mW	setup slack (ps)	util
after floorplan	2190	0.564	-12.5	-
after global placement	2880	0.575	-417	0.563
after detailed placement	2880	0.575	-418	0.563
after CTS	3190	0.952	0.787	0.624
after global routing	3250	0.993	132	0.636
final	3250	0.937	240	0.636
==> kinds of logic (layout without fill, tap and decap cells) <==
group / Yosys count / in the layout / share of synthesized area
xor gates and xnor gates: 29 / 29 / 0.119
AOI/OAI and AO/OA: 11 / 11 / 0.0416
adders and majority gates: 5 / 5 / 0.0293
DFF: 48 / 48 / 0.526
buffers and inverters: 18 / 120 / 0.0440
muxes: 1 / 1 / 0.00469
and+or+nand+nor: 88 / 88 / 0.236
==> worst paths after layout <==
check	from	to	slack, ps	depth (start not counted)
setup / recovery	count[4]$_SDFFE_NP0P_	count[4]	240	1
hold / removal	count[14]$_SDFFE_NP0P_	count[14]$_SDFFE_NP0P_	520	2
setup reg to reg	timer[0]$_DFF_P_	count[13]$_SDFFE_NP0P_	300	9
hold reg to reg	count[14]$_SDFFE_NP0P_	count[14]$_SDFFE_NP0P_	520	2
==> cells in the mapped netlist, drive strengths merged <==
cell type	n
nor4	2
a21oi	2
nand4	7
nor2	25
and2	1
buf	8
dfxtp	32
o2111ai	1
nand2b	2
or2	1
clkbuf	2
nor3	9
a41oi	1
and4b	1
or4b	2
a21boi	1
nand2	13
o32a	1
nand3b	2
or2b	1
xnor2	13
and3	2
o22ai	1
mux2i	1
nand4b	1
nor4bb	1
inv	8
edfxtp	16
or3b	1
nand3	13
or4	3
a2bb2oi	1
and4	1
o41ai	1
ha	5
a31oi	2
xor2	16
==> power by group through the flow <==
stage	sequential, mW	combinational, mW	clock [mW]
4_1_cts	0.512	0.0241	0.416
6_report	0.512	0.0233	0.401
5_1_grt	0.512	0.0257	0.455
==> flip-flops by register name, indices dropped and copies added (netlist names) <==
signal / count
Q: 16
count: 16
timer: 16
==> layer usage <==
| layer | track usage | vias up | wire length [µm] |
|---|---|---|---|
| met5 | 0 | - | 0 |
| met4 | 0.0189 | 0 | 22 |
| met3 | 0.0678 | 2 | 356 |
| met2 | 0.278 | 54 | 2080 |
| met1 | 0.325 | 849 | 2440 |
| li1 | - | 903 | - |
==> repair_timing <==
action,CTS,global route
resized,27,20
pin swaps,1,1
buffers inserted,14,1
endpoints found under the setup margin,31,30
hold buffers,0,0
==> layout make-up <==
class                           instances  area, µm²
Timing Repair Buffer                   89        831
Fill cell                             416       1860
Sequential cell                        48       1170
Tap cell                               70       87.6
Clock inverter                         18       72.6
Clock buffer                            6       93.8
Inverter                                7       26.3
Multi-Input combinational cell        134        968
Power and IR drop assume default switching activity.
