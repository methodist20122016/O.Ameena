**./run.sh**
```bash
#!/bin/bash
# OpenROAD 26Q1-2900-gdf79404cd8, Yosys 0.63+post, stock flow scripts
make -C /OpenROAD-flow-scripts/flow DESIGN_CONFIG=/design/flow/config.mk WORK_HOME=/design/flow/orfs finish
```
**./config.mk**
```make
export PLATFORM = sky130hd
export DESIGN_NAME = pdm_audio
export DESIGN_NICKNAME = pdm_audio
export VERILOG_FILES = /design/flow/design.v
export SDC_FILE = /design/flow/constraint.sdc
export NUM_CORES = 4
export LEC_CHECK = 1
export CORE_UTILIZATION = 40
```
**./constraint.sdc**
```tcl
current_design pdm_audio

set clk_period 20.5
set clk_io_pct 0.2

create_clock -name clk0 -period $clk_period [get_ports {clk}]
create_clock -name clk1 -period $clk_period [get_ports {rdclk}]

set non_clock_inputs [all_inputs -no_clocks]
set_input_delay [expr $clk_period * $clk_io_pct] -clock clk0 $non_clock_inputs
set_output_delay [expr $clk_period * $clk_io_pct] -clock clk0 [all_outputs]
```
**./design.v**
```verilog
`timescale 1ns / 1ps
module delta_sigma_adc
#(
    parameter W = 16 
)
(
    input   wire                clk     ,
    input   wire                rst_n   ,
    input   wire signed [W-1:0] din     , 
    output  reg                 dout      
);
wire signed [W-1:0]adc1b_max = {1'b0,{(W-1){1'b1}}};
wire signed [W-1:0]adc1b_min = {1'b1,{(W-1){1'b0}}};
wire signed [W-1:0]adc1b_out = (dout == 1'b1)?adc1b_max:
                               (dout == 1'b0)?adc1b_min:
                               'bx;                    
reg  signed   [W*2-1:0]inte0,inte1;
wire signed   [W*2-1:0]diff0  =   din     -   adc1b_out;
wire signed   [W*2-1:0]rd0    =   diff0   +   inte0;
wire signed   [W*2-1:0]diff1  =   rd0     -   adc1b_out;
wire signed   [W*2-1:0]rd1    =   diff1   +   inte1;
wire          comp            =   (rd1 > 0)?1'b1:1'b0;
always@(posedge clk or negedge rst_n)begin
    if ( !rst_n ) begin
        dout    <= 1'b0;
        inte0   <=  'b0;
        inte1   <=  'b0;
    end else begin
        dout    <= comp;
        inte0   <= rd0;
        inte1   <= rd1;
    end
end
endmodule
`timescale 1ns / 1ps
module pdm_audio
(
    input   wire                clk     , 
    input   wire                rst_n   ,
    input   wire                rdaccess, 
    input   wire                rdclk   , 
    output  reg                 rden    ,
    input   wire        [31:0]  rddat   , 
    output  wire                pdm_r   ,    
    output  wire                pdm_l       
);
reg  [1:0]bf0;
wire rdaccess_b = bf0[1];
always@(posedge rdclk or negedge rst_n)begin if(!rst_n)bf0<='b0;else bf0<={bf0,rdaccess};end
always@(posedge rdclk or negedge rst_n)begin
    if ( !rst_n ) begin
        rden<=1'd0;
    end else begin
        if(rdaccess_b)
            rden<=1'd1;
    end
end
delta_sigma_adc #(.W ( 16 ))
delta_sigma_adc_r (
    .clk                     ( clk            ),
    .rst_n                   ( rst_n          ),
    .din                     ( rddat   [15:0] ),
    .dout                    ( pdm_r          )
);
delta_sigma_adc #(.W ( 16 ))
delta_sigma_adc_l (
    .clk                     ( clk            ),
    .rst_n                   ( rst_n          ),
    .din                     ( rddat  [31:16] ),
    .dout                    ( pdm_l          )
);
endmodule
```
==> ci_impl_report.md <==
## Implementation flow summary

| Metric | Value |
|---|---|
| Met3 usage | `2.14%` |
| Hold buffers post-CTS | `0` |
| Basic Gates by Area | `9.92%` |
| Clk sinks | `133` |
| Synth Seq Share | `26.6%` |
| Registers, synthesis | `133` |
| Count of buffer and inverter cells on the critical path | `3` |
| Skew final | `10.4 ps` |
| Mux area share | `0.160%` |
| Worst slew margin | `45.1%` |
| Ys flop type | `dfrtp_1` |
| First-pass GRT wire length | `approximately 43000 um` |
| Register area | `3330 um^2` |
| Post-Layout Cell Count | `1801` |
| GRT Resource Usage Total | `17.3%` |
| CP startpoint | `rddat[1]` |
| Log Warnings | `28` |
| Least-Margin Pin Slew | `803 ps` |
| Routed len/inst | `13.6 um` |
| Hold_sp | `bf0[0]$_DFF_PN0_` |
| Overflow after GRT | `0` |
| Post-Synthesis Cell Area | `12500 um^2` |
| Yosys stat area | `12500 um^2` |
| Min-delay worst type | `flop to flop` |
| Pin count of the biggest net entering global routing | `roughly 54` |
| Setup-failing EPs final | `0` |
| Area share, top type | `26.6%` |
| DPL Wire Length | `19300 um` |
| Post-route ant nets | `0` |
| Max incr delay on CP | `540 ps` |
| Resize count post-CTS | `0` |
| DP Cell Count | `1765` |
| Post-Synth AOI/OAI Area | `20.3%` |
| Yosys cell count | `1341` |
| Critical path type | `primary input to flop` |
| Launching point of the worst reg2reg path | `delta_sigma_adc_r.dout$_DFF_PN0_` |
| Comb area leader | `adder cells` |
| Routed vias/inst | `between 5 and 6` |
| Inserted Diodes | `0` |
| CP Capture Type | `flop` |
| Fill cells | `2812` |
| Setup repair bufs after CTS | `0` |
| CP Capture Point | `delta_sigma_adc_r.dout$_DFF_PN0_` |
| CP required | `20790 ps` |
| Cell Type Count | `61` |
| Biggest area cells | `dfrtp_1, ha_1, fa_1` |
| Synth warnings | `2` |
| Vias | `9158` |
| Post-Route WL | `24500 um` |
| Initial antenna violation count | `0` |
| Area leader, netlist | `dfrtp_1` |
| CP dominant cell by count | `a21oi_1` |
| RSZ-0062 raised after global routing | `no` |
| Max Cap Viol | `0` |
| Pre-Repair DR Iteration Count | `4` |
| Peak fanout along the critical path | `4` |
| GRT Max-Usage Layer | `met2` |
| Die Wd | `approximately 180 um` |
| Placer Congestion | `between 0.9 and 1` |
| Outcome | `completed` |
| CP Launch Type | `primary input` |
| Share of layout cells above drive strength 1 | `4.06%` |
| Slowest CP cell | `o41ai_1` |
| Avg Inst Size Synth | `9.33 um^2` |
| Final Max Slew Viols | `0` |
| Mapped Cells | `1341` |
| # IOs | `39` |
| Post-synth EDFFs | `0` |
| Core Footprint | `30700 um^2` |
| Area delta synth->final | `12.6%` |
| Logic area | `about 8500 um^2` |
| Top delay family on crit path | `AND-OR/OR-AND gates` |
| Adder share | `26.6%` |
| Number of global-route vias before repair | `around 9.2k` |
| Grt met1 use | `a little over a quarter` |
| Number of port buffers | `37` |
| Die area | `32000 um^2` |
| Stages on the worst setup path | `39` |
| DRT iter0 DRCs | `371` |
| Post-synth ARST share | `~100%` |
| R2r setup slk | `11280 ps` |
| Die H | `between 150 and 200 um` |
| Row cnt | `64` |
| XORs/XNORs by Area | `10.7%` |
| Data arrival time of the worst path | `12210 ps` |
| Drc violations | `0` |
| WHS | `344 ps` |
| Initial core utilization | `40.8%` |
| Worst Reg-to-Reg Cells | `41` |
| Post-Route Setup TNS | `0 ps` |
| Met2 usage in global routing | `27.5%` |
| CTS tree | `done` |
| Endpoints failing hold | `0` |
| Top cells by count | `inv_1, ha_1, dfrtp_1` |
| Most frequent cell after synthesis | `inv_1` |
| RR Endpoint | `delta_sigma_adc_r.dout$_DFF_PN0_` |
| Worst-path clk slew | `60 ps` |
[stage by stage]
stage | cell area, um^2 | util [%] | worst slack (ps)
floorplan | 12500 | - | 9310
global placement | 13400 | 43.6 | 8260
detailed placement | 13400 | 43.6 | 8130
CTS | 14100 | 45.9 | 8540
global route | 14100 | 45.9 | 7950
finish | 14100 | 45.9 | 8580
[how the worst min path moves through the flow]
stage         slack [ps]  depth (start not counted)          endpoint
global route         360                          0  bf0[1]$_DFF_PN0_
finish               340                          0  bf0[1]$_DFF_PN0_
CTS                  350                          0  bf0[1]$_DFF_PN0_
[cells in the final DEF (no fill, tap or decap), drive strengths merged, types with 18 or more instances in the layout]
master and instances:
inv 175, ha 160, dfrtp 133, a21oi 116
xnor2 93, a21o 71, nor2 68, fa 66
o21ai 59, nand2 58, xor2 57, clkdlybuf4s50 36
o21bai 24, clkbuf 24, nand3 21, o21a 21
nor3 18, a211oi 18
[logic make-up (layout without fill, tap and decap cells)]
kind of cell	count (synthesis)	after routing
and+or+nand+nor	251	251
DFF	133	133
xor gates and xnor gates	151	151
adders and majority gates	226	226
AOI/OAI and AO/OA	387	387
muxes	2	2
buffers and inverters	191	255
[cell type report]
type	count	area share, %
Clock buffer	24	3.80
Clock inverter	12	1.28
Inverter	174	4.64
Multi-Input combinational cell	1017	60.1
Sequential cell	133	23.6
Tap cell	396	3.52
Timing Repair Buffer	45	3.06
[state kept, by name, summed over array words and instances (netlist names)]
name,count
delta_sigma_adc_r.inte1,32
delta_sigma_adc_l.dout,1
delta_sigma_adc_r.inte0,32
delta_sigma_adc_l.inte0,32
delta_sigma_adc_l.inte1,32
bf0,2
delta_sigma_adc_r.dout,1
rden,1
[per-layer routing]
metal / part of all wire (%) / wire, um
met1: 51 / 12400
met2: 46 / 11200
met3: 2.3 / 568
met4: 1.3 / 316
met5: 0 / 0
